File: /design/flow/design.v
`timescale 1ns/1ps
module subc_divide(
    input  logic         clk,
    input  logic         rst,
    input  logic         invalid,
    output logic         inready,
    input  logic [31:0]  a,
    input  logic [31:0]  b,
    input  logic [5:0]   nbits,      
    input  logic         outready,
    output logic         outvalid,
    output logic [31:0]  z
);
    logic [31:0] a_reg, b_reg;
    logic [31:0] z_reg;
    logic [5:0]  count;
    logic [5:0]  nbits_reg;
    typedef enum logic [1:0] {
        IDLE,
        RUN,
        DONE
    } state_t;
    state_t state, next_state;
    always_ff @(posedge clk) begin
        if (rst) begin
            state <= IDLE;
        end else begin
            state <= next_state;
        end
    end
    always_comb begin
        next_state = state;
        case (state)
            IDLE: begin
                if (invalid && inready) begin
                    next_state = RUN;
                end
            end
            RUN: begin
                if (count == nbits_reg) begin
                    next_state = DONE;
                end
            end
            DONE: begin
                if (outready && outvalid) begin
                    next_state = IDLE;
                end
            end
            default: next_state = IDLE;
        endcase
    end
    always_ff @(posedge clk) begin
        if (rst) begin
            a_reg <= 32'b0;
            b_reg <= 32'b0;
            z_reg <= 32'b0;
            count <= 6'b0;
            nbits_reg <= 6'b0;
        end else begin
            case (state)
                IDLE: begin
                    if (next_state == RUN) begin
                        a_reg <= a;
                        b_reg <= b;
                        nbits_reg <= nbits;
                        z_reg <= 32'b0;
                        count <= 6'b0;
                    end
                end
                RUN: begin
                    if (count < nbits_reg) begin
                        if ({a_reg[30:0], 1'b0} >= b_reg) begin
                            a_reg <= {a_reg[30:0], 1'b0} - b_reg;
                            z_reg <= {z_reg[30:0], 1'b1};
                        end else begin
                            a_reg <= {a_reg[30:0], 1'b0};
                            z_reg <= {z_reg[30:0], 1'b0};
                        end
                        count <= count + 1;
                    end
                end
                DONE: begin
                end
            endcase
        end
    end
    assign inready = (state == IDLE);
    assign outvalid = (state == DONE);
    assign z = z_reg;
endmodule
File: /design/flow/run.sh
#!/bin/bash
# OpenROAD 26Q1-2900-gdf79404cd8, Yosys 0.63+post, stock flow scripts
make -C /OpenROAD-flow-scripts/flow DESIGN_CONFIG=/design/flow/config.mk WORK_HOME=/design/flow/orfs finish
File: /design/flow/config.mk
export PLATFORM = sky130hd
export DESIGN_NAME = subc_divide
export DESIGN_NICKNAME = subc_divide
export VERILOG_FILES = /design/flow/design.v
export SDC_FILE = /design/flow/constraint.sdc
export NUM_CORES = 4
export LEC_CHECK = 1
export CORE_UTILIZATION = 50
File: /design/flow/constraint.sdc
current_design subc_divide

set clk_period 9.1
set clk_io_pct 0.2

create_clock -name clk0 -period $clk_period [get_ports {clk}]

set non_clock_inputs [all_inputs -no_clocks]
set_input_delay [expr $clk_period * $clk_io_pct] -clock clk0 $non_clock_inputs
set_output_delay [expr $clk_period * $clk_io_pct] -clock clk0 [all_outputs]
==> results.json <==
{
  "whs_path_depth": 2,
  "drive_gt1_frac": 0.05414,
  "ioPinCount": 108,
  "fin_cells": 1114,
  "finalCritPeriodShare": 0.4893,
  "xor_area_frac": 0.03481,
  "dp.cells": 1098,
  "wl_mm": 16.88,
  "slowest_delay_ps": 760,
  "pwr-share-seq": 0.320,
  "fin_util": 0.6287,
  "remaining_drc_errors": 0,
  "place_hpwl_mm": 11.48,
  "drt_iter0_drc": 374,
  "initCoreUtil": 0.5163,
  "crit_family": "AND-OR/OR-AND gates",
  "path_buffers": 2,
  "peakVddDrop_uv": 149.3,
  "worstReg2RegEnd": "a_reg[20]$_SDFFE_PP0P_",
  "crit_path_top_delay_cell": "a22oi_2",
  "io_buffers": 106,
  "clk_path_buf_depth": 2,
  "num_rows": 41,
  "gp_congestion": 0.9367,
  "path_class": "in -> reg",
  "ys_top_logic_family": "AND-OR/OR-AND gates",
  "cp_max_fo": 38,
  "yosysChipArea_um2": 6543,
  "yosysUniqueCellTypes": 66,
  "relSlewSlack": 0.3668,
  "vias": 6273,
  "grt_pass1_vias": 5716,
  "synthCells": 866,
  "fa_ha_area_frac": 0.07764,
  "fin_tns_setup_ps": 0,
  "min_path_type": "reg -> reg",
  "use_met3": 0.04440,
  "yosys_warnings": 1,
  "flop_cell": "dfxtp_1",
  "period_minus_slack_ps": 4453,
  "fillers": 1122,
  "hold_start": "b_reg[5]$_SDFFE_PP0P_",
  "worstPathArrival_ps": 4700,
  "grt_start_max_net_pins": 71,
  "combPwrFrac": 0.446,
  "edf_count": 0,
  "postPlaceCellArea_um2": 7669,
  "cts_resized": 0,
  "first_pass_iters": 5,
  "cts_hold_buf": 0,
  "clock_latency_ps": 360,
  "synth.avg_cell_area_um2": 7.555,
  "p_clk_frac": 0.234,
  "drv_slew": 0,
  "grt.met1_usage": 0.3970,
  "warning_count": 28,
  "p_switching_uw": 683.1,
  "r2r_slack_ps": 5610,
  "die_y_um": 116.4,
  "grt_pass1_wl_mm": 27.56,
  "grt_overflow_total": 0,
  "busiest_layer": "met2",
  "finalHoldViolCount": 0,
  "synthAoiAreaFrac": 0.2549,
  "grtUsageMet2": 0.4201,
  "worst_setup_path_end_kind": "register",
  "critical_path_cell_count": 9,
  "cap_violations": 0,
  "cts_tree": "yes",
  "synthToLayoutAreaGrowth_pct": 21.76,
  "track_usage": 0.2636,
  "start_kind": "input port",
  "reg2reg_from": "b_reg[0]$_SDFFE_PP0P_",
  "cts_root_buf": "clkbuf_16",
  "p_leak_nw": 3.007,
  "fin_area_um2": 7966,
  "cts-buffers-inserted": 9,
  "htree_levels": 3,
  "clock_sinks": 110,
  "max_slew.worst_pin.slew_ps": 949.9,
  "rsz0062_at_grt": "no",
  "n_antenna_cell": 0,
  "wl_per_cell_um": 15.15,
  "sw_frac_of_total": 0.4010,
  "postSynthSeqShare": 0.3366,
  "ys_sh_mux": 0.01090,
  "die_w_um": 116.4,
  "die-area_um2": 13550,
  "postCtsSetupRepairBufs": 0,
  "power_density_nw_per_um2": 213.9,
  "crit_chain": "clkdlybuf4s50_1, nand2b_1, and3_1, o21ai_4, a22oi_2, buf_4, nand2_1, o311ai_1, nor2_1",
  "finClkSkew_ps": 6.580,
  "hold_end": "b_reg[5]$_SDFFE_PP0P_",
  "p_int_mw": 1.021,
  "synthArstFlopShare": 0,
  "simple_gate_area_frac": 0.2180,
  "antenna_found_initial": 0,
  "finalSetupViolCount": 0,
  "ant_nets": 0,
  "viasPerCell": 5.631,
  "synth_flop_count": 110,
  "status": "finished clean",
  "ys_cells": 866,
  "crit_required_ps": 9350,
  "worst_r2r_path_depth": 11,
  "clk_pin_slew_ps": 80,
  "core_um2": 12670,
  "fmax_mhz": 224.6,
  "syn-cell-area_um2": 6543
}
-- synthesized netlist by cell type, types with 5 or more instances --
cell      count  share of area
a211oi_1     19          0.022
a21o_1        9          0.010
a21oi_1     119          0.091
a31oi_1       5         0.0048
and3_1        8         0.0076
buf_1         7         0.0040
buf_2         6         0.0046
clkbuf_1     38          0.022
dfxtp_1     110           0.34
ha_1         39          0.075
inv_1        54          0.031
mux2i_1       6         0.0092
nand2_1     149          0.085
nand3_1      50          0.038
nand4_1       9         0.0086
nor2_1       49          0.028
nor3_1       18          0.014
o211ai_1      8         0.0092
o21ai_0      43          0.033
o21bai_1      5         0.0057
o41ai_2       6          0.015
or3_1         7         0.0067
xnor2_1      13          0.017
xor2_1       13          0.017
-- metal layers --
| layer | part of all wire | vias to the layer above |
|---|---|---|
| li1 | - | 3198 |
| met1 | 0.48 | 2928 |
| met2 | 0.45 | 129 |
| met3 | 0.054 | 18 |
| met4 | 0.014 | 0 |
| met5 | 0 | - |
-- worst reg2reg max path, stage by stage (launching register included) --
cell and delay, ps:
dfxtp_1 360, inv_1 90, fa_1 460, a211oi_1 350, o211ai_1 150, nand3_1 180, nand2_1 220, a221oi_4 640
buf_4 420, nor2_1 130, a221oi_1 250, a21oi_1 100
-- cells in the final DEF (no fill, tap or decap), types with 9 or more instances in the layout --
cell / Yosys / routed
nand3_1: 50 / 50
a211oi_1: 19 / 19
clkdlybuf4s50_1: 0 / 105
ha_1: 39 / 39
nand2_1: 149 / 149
nand4_1: 9 / 9
dfxtp_1: 110 / 109
xnor2_1: 13 / 13
o21ai_0: 43 / 42
inv_1: 54 / 54
a21o_1: 9 / 9
clkbuf_16: 0 / 9
nor3_1: 18 / 18
buf_4: 2 / 10
xor2_1: 13 / 13
nor2_1: 49 / 48
a21oi_1: 119 / 119
-- power by group through the flow --
stage	clock, mW	sequential [mW]	combinational [mW]
4_1_cts	0.408	0.545	0.758
5_1_grt	0.426	0.551	0.853
6_report	0.399	0.545	0.760
-- cell type report --
| cell class | instances | area [µm²] | area share |
|---|---|---|---|
| clock buffers | 9 | 225.2 | 0.02827 |
| clock inverters | 7 | 72.57 | 0.009109 |
| inverters | 54 | 202.7 | 0.02544 |
| multi-input cells | 647 | 3921 | 0.4922 |
| flip-flops and latches | 110 | 2203 | 0.2766 |
| well taps | 172 | 215.2 | 0.02701 |
| repair buffers | 115 | 1126 | 0.1414 |
-- stage by stage --
stage               total power [mW]  hold WS (ps)  setup slack [ps]
floorplan                      1.145         417.4              5606
global placement               1.300         439.6              4327
detailed placement             1.305         447.3              4304
CTS                            1.710         458.9              4648
global route                   1.830         477.6              4458
finish                         1.704         457.5              4647
-- worst max path at each step --
stage | start | endpoint | slack, ps
final | outready | a_reg[29]$_SDFFE_PP0P_ | 4650
after CTS | outready | a_reg[29]$_SDFFE_PP0P_ | 4650
after global routing | outready | a_reg[29]$_SDFFE_PP0P_ | 4460
-- logic make-up after synthesis --
kind of cell | after synthesis
muxes | 7
buffers and inverters | 109
DFF | 110
adders and majority gates | 40
AOI/OAI and AO/OA | 259
and+or+nand+nor | 315
xor gates and xnor gates | 26
Power and IR drop assume default switching activity.
